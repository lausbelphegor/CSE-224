[design/flow/config.mk]
export PLATFORM = sky130hd
export DESIGN_NAME = up_down_counter
export DESIGN_NICKNAME = up_down_counter
export VERILOG_FILES = /design/flow/design.v
export SDC_FILE = /design/flow/constraint.sdc
export NUM_CORES = 4
export LEC_CHECK = 1
export CORE_AREA = 10 10 70 70
export DIE_AREA = 0 0 80 80
[design/flow/constraint.sdc]
current_design up_down_counter

set clk_period 2.0
set clk_io_pct 0.2

create_clock -name clk0 -period $clk_period [get_ports {clk}]

set non_clock_inputs [all_inputs -no_clocks]
set_input_delay [expr $clk_period * $clk_io_pct] -clock clk0 $non_clock_inputs
set_output_delay [expr $clk_period * $clk_io_pct] -clock clk0 [all_outputs]
[design/flow/design.v]
`timescale 1ns / 1ps
module up_down_counter(clk, rst, enable, up_down, digit_1, digit_2, digit_3, digit_4);
	input clk, rst, up_down, enable;
	output reg [3:0] digit_1, digit_2, digit_3, digit_4;
	reg [3:0] digit_1_next, digit_2_next, digit_3_next, digit_4_next;
	always@(posedge clk)begin
		if(rst == 1'b1)begin
			digit_1 <= 4'b0000;
			digit_2 <= 4'b0000;
			digit_3 <= 4'b0000;
			digit_4 <= 4'b0000;
		end
		else begin
			digit_1 <= digit_1_next;
			digit_2 <= digit_1_next;
			digit_3 <= digit_1_next;
			digit_4 <= digit_1_next;
		end
	end
	always@(*)begin
		if(up_down == 1'b1 && enable == 1'b1)begin  
			if(digit_1 == 4'b1001)begin
				digit_1_next = 4'b0000;
				if(digit_2 == 4'b1001)begin
					digit_2_next = 4'b0000;
					if(digit_3 == 4'b1001)begin
						digit_3_next = 4'b0000;
						if(digit_4 == 4'b1001)begin
							digit_4_next = 4'b0000;
						end else begin
							digit_4_next = digit_4 + 1'b1;
						end
					end else begin
						digit_3_next = digit_3 + 1'b1;
						digit_4_next = digit_4;
					end
				end else begin
					digit_2_next = digit_2 + 1'b1;
					digit_3_next = digit_3;
					digit_4_next = digit_4;
				end
			end	else begin
				digit_1_next = digit_1 + 1'b1;
				digit_2_next = digit_2;
				digit_3_next = digit_3;
				digit_4_next = digit_4;
			end
		end
		else if(up_down == 1'b0 && enable == 1'b1)begin  
			if(digit_1 == 4'b0000)begin
				digit_1_next = 4'b1001;
				if(digit_2 == 4'b0000)begin
					digit_2_next = 4'b1001;
					if(digit_3 == 4'b0000)begin
						digit_3_next = 4'b1001;
						if(digit_4 == 4'b0000)begin
							digit_4_next = 4'b1001;
						end else begin
							digit_4_next = digit_4 - 1'b1;
						end
					end else begin
						digit_3_next = digit_3 - 1'b1;
						digit_3_next = digit_3;
					end
				end else begin
					digit_2_next = digit_2 - 1'b1;
					digit_3_next = digit_3;
					digit_4_next = digit_4;
				end
			end	else begin
				digit_1_next = digit_1 - 1'b1;
				digit_2_next = digit_2;
				digit_3_next = digit_3;
				digit_4_next = digit_4;
			end
		end
		else begin
			digit_1_next = digit_1;
			digit_2_next = digit_2;
			digit_3_next = digit_3;
			digit_4_next = digit_4;
		end
	end
endmodule
[design/flow/run.sh]
#!/bin/bash
# OpenROAD 26Q1-2900-gdf79404cd8, Yosys 0.63+post, stock flow scripts
make -C /OpenROAD-flow-scripts/flow DESIGN_CONFIG=/design/flow/config.mk WORK_HOME=/design/flow/orfs finish
==> impl_metrics.toml <==
# yosys + openroad results
[critical_path]
critPathMaxFanout = 12
cp_data_arrival_time_ps = 1330
r2r-start = "digit_3[0]"
rr_endpoint = "digit_3[2]"
critPathTopFamily = "buffers and inverters"
critical_path_class = "reg2out"
ff2ff_path_depth = 4
cp_slowest_cell = "clkdlybuf4s50_1"
startpoint_type = "flip-flop"
cpPeakStageDelay_ps = 550
cp.required_ps = 1600
path_buffers = 1
crit_path_end_kind = "output pin"
regToRegSetupSlack_ps = 790
path_cells = "clkdlybuf4s50_1"

[floorplan]
core_um2 = 3420
die_x_um = 80
io_pins = 20
chipArea_um2 = 6400
fp_util_pct = 11.1
die_h_um = 80
rows = 21

[cts]
cts.repair.resized = 0
cts.htree.levels = 1
root_buffer = "clkbuf_4"
cts_buffer_depth = 2
cts.sinks = 4
clk_latency_ps = 240
cts_tree = "yes"
cts_buffers = 3
path_clk_slew_ps = 40
cts_hold_buf = 0
post-cts-setup-buffers = 0

[final_timing]
fmax_ghz = 0.577
final_max_slew_viol_count = 0
fin_hold_ws_ps = 646
hold_viol_final = 0
skew_ps = 3.04
finalSetupTns_ps = 0
slew_headroom_pct = 74.2
timing.final.crit_share_pct = 86.7
layout_min_cycle_time_ps = 1730
setup_viol = 0
rsz0062_at_grt = "no"
tightest_slew_ps = 386

[job]
cap_violations = 0
warning_count = 25

[placed_design]
place_congestion = 0.771
port_buffers = 19
dpl.hpwl_um = 740

[cells_and_area]
final_util_pct = 15.6
area_delta_synth_final_pct = 40.3
reg.largest.list = "digit_3 x4"
layout-drive-gt1-share_pct = 8.93
regMostFlops = "digit_3"
largest_reg_flops = 4

[drt]
routed-via-count = 347
viasPerCell = 3.40
first_iter_violations = 59
first_pass_iters = 4
routedWlPerCell_um = 9.19
ant_nets = 0
wirelength_um = 937
drc = 0
diodes = 0

[power_and_ir_drop]
power_density_nw_per_um2 = 552
p_total_w = 0.000293
p_leak_nw = 0.164
vdd_ir_drop_max_mv = 0.127

[synthesis]
common_cells = "buf_4, dfxtp_1, nand2_1"
syn_inst = 49
ys_seq_share_pct = 21.1
ys.flops = 4
ys_area_um2 = 379
avgSynthCellArea_um2 = 7.74
yosys.area.top_type_share_pct = 23.8
ff_type = "dfxtp_1"
top_cells_by_area = "buf_4, dfxtp_1, buf_6, nand4b_1, xnor2_1"
async_reset_ff_share_pct = 0
edf_count = 0
synth.largest_area_cell = "buf_4"
ys_types = 24
ys_cells = 49
ys_warn_count = 1
syn_area_um2 = 379
synth_top_cell_by_count = "buf_4"

[worst_hold_path]
min_path_type = "reg2reg"
min_path_cells = 2
min_to = "digit_3[3]"
worstHoldStart = "digit_3[0]"

[grt]
grt_pass1_wl_um = 1350
track_usage_pct = 2.57
grt_max_degree = 14
antenna_found_initial = 0
grt_pass1_vias = 289
gr-total-overflow = 0

[status]
status = "finished, final reports clean"
metal layers:
layer	global-route usage, %	up-vias	routed length, µm	part of all wire, %
met1	2.39	156	303	32
met4	0.352	0	0	0
met2	4.25	18	418	45
met5	0	-	0	0
met3	2.27	0	215	23
li1	-	173	-	-
metrics by stage:
step	area, µm²	setup WS [ps]	std cells
5_1_grt	532	165	102
4_1_cts	532	247	102
3_3_place_gp	509	360	99
2_1_floorplan	379	900	49
3_5_place_dp	509	336	99
6_report	532	266	102
area by class of cell:
class | instances | area (µm²)
fill | 391 | 2880
timing repair buffer | 19 | 190
multi-input combinational | 28 | 174
sequential | 4 | 80.1
tap | 46 | 57.6
clock buffer | 3 | 22.5
inverter | 2 | 7.51
logic make-up after synthesis:
kind of cell              count (synthesis)  share of synthesized area [%]
buffers and inverters                    17                           33.0
and+or+nand+nor                          14                           20.5
AOI/OAI and AO/OA                        12                           20.8
DFF                                       4                           21.1
xor gates and xnor gates                  2                           4.62
report_power, final:
group | total (W) | switching [W] | internal [W]
combinational | 0.0000842 | 0.0000235 | 0.0000607
clock | 0.000104 | 0.0000363 | 0.0000673
sequential | 0.000106 | 0.0000189 | 0.0000867
worst register-to-register path, stage by stage, from the launching register on:
cell and delay [ps]:
dfxtp_1 540, or2_1 200, nand2_1 60, a211o_1 300
o21ai_2 50
cells in the final DEF, fill, tap and decap left out, drive strengths merged, types with 2 or more instances in the layout:
| master | Yosys | final |
|---|---|---|
| clkdlybuf4s50 | 0 | 19 |
| nand2 | 4 | 4 |
| dfxtp | 4 | 4 |
| o21ai | 4 | 4 |
| nor2 | 3 | 3 |
| clkbuf | 0 | 3 |
| inv | 2 | 2 |
| nand4b | 2 | 2 |
| xnor2 | 2 | 2 |
| a21oi | 2 | 2 |
how the worst max path moves through the flow:
stage                 startpoint          to  slack [ps]  cells after the start
after CTS             digit_3[0]  digit_3[0]         250                      1
after global routing  digit_3[1]  digit_4[1]         160                      1
final                 digit_3[1]  digit_4[1]         270                      1
