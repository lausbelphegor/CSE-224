### ./config.mk
export PLATFORM = sky130hd
export DESIGN_NAME = VerySimpleCPU
export DESIGN_NICKNAME = VerySimpleCPU
export VERILOG_FILES = /design/flow/design.v
export SDC_FILE = /design/flow/constraint.sdc
export NUM_CORES = 4
export LEC_CHECK = 1
export CORE_UTILIZATION = 30
### ./constraint.sdc
current_design VerySimpleCPU

set clk_period 4.7
set clk_io_pct 0.2

create_clock -name clk0 -period $clk_period [get_ports {clk}]

set non_clock_inputs [all_inputs -no_clocks]
set_input_delay [expr $clk_period * $clk_io_pct] -clock clk0 $non_clock_inputs
set_output_delay [expr $clk_period * $clk_io_pct] -clock clk0 [all_outputs]
### ./design.v
module blram(clk, rst, i_we, i_addr, i_ram_data_in, o_ram_data_out);
parameter SIZE = 14, DEPTH = 2**14;
input clk;
input rst;
input i_we;
input [SIZE-1:0] i_addr;
input [31:0] i_ram_data_in;
output reg [31:0] o_ram_data_out;
reg [31:0] memory[0:DEPTH-1];
always @(posedge clk) begin
  o_ram_data_out <= #1 memory[i_addr[SIZE-1:0]];
  if (i_we)
		memory[i_addr[SIZE-1:0]] <= #1 i_ram_data_in;
end 
endmodule
module VerySimpleCPU(clk, rst, data_fromRAM, wrEn, addr_toRAM, data_toRAM);
  input clk, rst;
  output reg wrEn;
  input [31:0] data_fromRAM;
  output reg [31:0] data_toRAM;
  output reg [13:0] addr_toRAM;
  reg [2:0] st, stN; 
  reg [13:0] PC,PCN;
  reg [31:0] IW, IWN;
  reg [31:0] A, AN, B, BN;
  always @ (posedge clk) begin
    st <= stN;
    PC <= PCN;
    IW <= IWN;
    A <= AN;
    B <= BN;   
  end
  always @* begin
    stN = 3'hX;
    PCN = PC;
    IWN = IW;
    AN= 32'dX;
    BN= 32'dX;
    wrEn = 1'b0;
    if (rst) begin
      PCN = 14'd0;
      stN = 3'h0;
    end
    else begin
      case (st)
        3'h0: begin
          addr_toRAM = PC;  
          stN = 3'h1;
        end
        3'h1: begin  
          IWN = data_fromRAM;
          if ((data_fromRAM[31:28] == 4'b0010) || (data_fromRAM[31:28] == 4'b0001) || (data_fromRAM[31:28] == 4'b0000) || (data_fromRAM[31:28] == 4'b1101) || (data_fromRAM[31:28] == 4'b1100)) begin 
            addr_toRAM = data_fromRAM[27:14];  
            stN = 3'h2;
          end
        end
      	3'h2: begin
          if ((IW[31:28] == 4'b0010) || (IW[31:28] == 4'b0000)) begin  
            AN = data_fromRAM;  
            addr_toRAM = IW[13:0];  
          	stN = 3'h3;
          end
          else if (IW[31:28] == 4'b0001) begin  
            wrEn = 1'b1;
            addr_toRAM = IW[27:14];  
            data_toRAM = data_fromRAM + IW[13:0];  
            PCN = PC + 14'd1;
            stN = 3'h0;  
          end
          else if (IW[31:28] == 4'b1101) begin
            PCN = data_fromRAM + IW[13:0];
            stN = 3'h0;
          end
        end
      	3'h3: begin
          if (IW[31:28] == 4'b0010) begin  
          	data_toRAM= ~(A & data_fromRAM);  
           	addr_toRAM = IW[27:14];  
           	wrEn = 1'b1;
           	PCN = PC + 14'd1;
          	stN = 3'h0;
          end
          else if (IW[31:28] == 4'b0000) begin  
            data_toRAM= A + data_fromRAM;  
           	addr_toRAM = IW[27:14];  
           	wrEn = 1'b1;
           	PCN = PC + 14'd1;
          	stN = 3'h0;
          end
        end
      endcase
    end
  end
endmodule
### ./run.sh
#!/bin/bash
# OpenROAD 26Q1-2900-gdf79404cd8, Yosys 0.63+post, stock flow scripts
make -C /OpenROAD-flow-scripts/flow DESIGN_CONFIG=/design/flow/config.mk WORK_HOME=/design/flow/orfs finish
==> metrics.csv <==
metric,value,unit
"Cell Chain, Critical Path",clkdlybuf4s50_1 -> ha_1 -> fa_1 -> a21o_1 -> a21oi_1 -> o21a_1 -> nor3_1 -> a211o_1 -> a21oi_1 -> xor2_1 -> a2111oi_0,
Main logic family,AND-OR/OR-AND gates,
Synth top area share,14.82,%
Worst Tran Pin Value,0.7448,ns
Rel. slew slack,50.35,%
number of gates resized after cts,0,
I/O Buffers,80,
Die Span X,152.1,um
Setup crit start kind,input pin,
dpl hpwl,14550,um
Top delay family on crit path,AND-OR/OR-AND gates,
die area,0.02312,mm2
Switching Share,30.48,%
Init Core Util,30.76,%
"Worst Path Class, Setup",in -> reg,
final hold vios,0,
layout overhead on the synthesized area,20.43,%
Unique masters post-synth,64,
Max IR drop VDD,0.1904,mV
Final Cycle Share,73.89,%
adder-cell area share of the yosys netlist,9.187,%
root buf cell,clkbuf_16,
RePlAce Congestion,0.8840,
Max Slew Vio Count,0,
Sequential Power Share,41.0,%
global-route wire length before repair,31480,um
largest area contributor in the netlist,dfxtp_1,
CTS Buf Count,9,
status,"finished, violations left",
vias,6021,
main flop type,dfxtp_1,
Vias/cell,5.328,
number of enable flip-flop cells,32,
clock skew,0.006707,ns
Core Region,0.02196,mm2
GR Overflow Total,0,
XORs/XNORs by Area,7.261,%
cell with the most instances after synthesis,a21oi_1,
ys cells,779,
1st-pass router iterations,48,
FMAX,0.2879,GHz
Post-synth area hogs,"dfxtp_1 (15%), edfxtp_1 (14%), dlxtn_1 (10%)",
Clock Power Share,33.0,%
"Simple Share, Synth",16.43,%
CTS Hold Buffers Added,0,
Avg Inst Size Synth,8.672,um2
leakage,3.119,nW
total routed wirelength,19520,um
commonest cells in the netlist,"a21oi_1 (85), nand2_1 (84), o21ai_0 (60), nor2_1 (57), dfxtp_1 (50)",
register pins left without a clock,46,
# DRC,12,
crit path DAT,3.71,ns
cell mode on critical path,a21oi_1,
Final Setup Violations,0,
OpenROAD warnings,26,
Cell Pwr Density,251.9,mW/mm2
"Clk pin slew, worst setup/hold paths",0.06,ns
CTS tree,done,
"mux frac, synth",0.4816,%
"Chip Area, Yosys",0.006755,mm2
Yosys warning total,1,
Int Power,1.424,mW
WHS,0.4651,ns
CP max stage cell,clkdlybuf4s50_1,
Ports,81,
failing checks,design-rule violations,
number of unconstrained endpoints,92,
share of cells above drive strength 1,5.059,%
H-tree levels,3,
WP buf/inv,1,
synthesized instance count,779,
pin count of the biggest net entering global routing,58,
wire per inst,17.28,um
initial antenna violation count,0,
ao+oa area frac,24.87,%
die outline height,152.1,um
postcts setup bufs,0,
max-cap violations,0,
ANT cells,0,
row count,54,
worst-path maximum fanout,5,
max incr delay on CP,0.48,ns
DRT iter0 DRCs,444,
RSZ-0062 raised after global routing,false,
Fillers,2202,
Synth Register Bits,128,
Combinational Power Share,26.0,%
Min-Delay Path Class,reg -> reg,
Required @ worst endpoint,4.94,ns
Tot GR Track Use,17.74,%
"FFs w/ async S/R, synth",0,%
switching pwr,0.6246,mW
post-route ant nets,0,
Mapped Area,0.006755,mm2
vias in the first global route,5618,
min Tclk post-route,3.473,ns
"setup slack, reg-to-reg",1.93,ns
setup TNS,0,ns
CP endpoint kind,flip-flop,
CTS Buffer Depth,2,
Late-Pin Clk Latency,0.36,ns
## state kept, by name (all words and copies together), names as in the netlist
signal / flops
addr_toRAM: 14
A: 32
PC: 14
st: 4
IW: 32
data_toRAM: 32
## path summary, 6_finish.rpt
path                            cells past startpoint     end            start
worst max-delay path                               11  PC[12]  data_fromRAM[0]
worst min-delay path                                1   st[2]            st[0]
worst max register to register                     10  PC[12]            IW[0]
worst min register to register                      1   st[2]            st[0]
## layer usage
metal / track usage, % / vias to the layer above / part of all wire [%]
li1: - / 3013 / -
met1: 27.52 / 2829 / 49
met2: 27.12 / 160 / 44
met3: 3.313 / 19 / 5.9
met4: 1.944 / 0 / 1.4
met5: 0 / - / 0
## worst register-to-register path, cell delays in order (launching register included)
cell and delay (ns):
edfxtp_1 0.40, ha_1 0.23, fa_1 0.41, a21o_1 0.19
a21oi_1 0.28, o21a_1 0.16, nor3_1 0.10, a211o_1 0.28
a21oi_1 0.17, xor2_1 0.09, a2111oi_0 0.34
## power groups by stage
| stage | clock network, mW | registers, mW | logic [mW] |
|---|---|---|---|
| 4_1_cts | 0.689 | 0.841 | 0.532 |
| 5_1_grt | 0.714 | 0.846 | 0.592 |
| 6_report | 0.677 | 0.840 | 0.532 |
## metrics by stage
| stage | instance area (um2) | total power, mW | std cells | utilization, % | worst slack [ns] |
|---|---|---|---|---|---|
| 3_5_place_dp | 7863 | 1.382 | 1114 | 35.81 | 0.8716 |
| 5_1_grt | 8135 | 2.151 | 1130 | 37.05 | 0.8316 |
| 6_report | 8135 | 2.049 | 1130 | 37.05 | 1.227 |
| 4_1_cts | 8135 | 2.061 | 1130 | 37.05 | 1.212 |
| 2_1_floorplan | 6755 | 1.166 | 779 | - | 1.645 |
| 3_3_place_gp | 7863 | 1.383 | 1114 | 35.81 | 0.8990 |
## cells in the final DEF, fill, tap and decap left out, drive strengths merged, types with 30 or more instances in the layout
| master | synthesis | layout |
|---|---|---|
| o21ai | 61 | 61 |
| nor2 | 57 | 57 |
| xnor2 | 31 | 31 |
| nand2 | 84 | 84 |
| dlxtn | 46 | 46 |
| clkdlybuf4s50 | 0 | 80 |
| a21oi | 86 | 86 |
| ha | 48 | 48 |
| nand3 | 30 | 30 |
| dfxtp | 50 | 50 |
| edfxtp | 32 | 32 |
## cell families after synthesis
| group | after synthesis |
|---|---|
| buffers and inverters | 45 |
| adder cells (fa/ha/maj) | 49 |
| latches | 46 |
| AND/OR/NAND/NOR | 239 |
| multiplexers | 3 |
| AND-OR/OR-AND | 259 |
| XOR/XNOR | 56 |
| flip-flops | 82 |
## layout make-up
cell class | instances | area (um2) | share of cell area, %
multi-input combinational | 606 | 3945 | 48.49
sequential | 128 | 2654 | 32.62
timing repair buffer | 90 | 875.8 | 10.77
tap | 280 | 350.3 | 4.306
clock buffer | 10 | 229.0 | 2.815
clock inverter | 6 | 43.79 | 0.5383
inverter | 10 | 37.54 | 0.4614
No activity file was given, so power comes from the tool's default toggle rates.
